==> flow/design.v <==
module clock(
	input CLOCK_50,
	input[1:0] KEY,
   inout Arduino_IO6,  
   inout Arduino_IO8,  
   inout Arduino_IO9,  
   inout Arduino_IO12,  
   inout Arduino_IO3,  
   inout Arduino_IO5,  
   inout Arduino_IO10,  
   inout Arduino_IO1,  
   inout Arduino_IO2,  
   inout Arduino_IO4,  
   inout Arduino_IO7,  
	inout Arduino_IO11,  
	output LED,  
	output[1:0] ssLED  
);
	wire[3:0] dig1_cntr;
   wire[3:0] dig2_cntr; 
   wire[3:0] dig3_cntr;
   wire[3:0] dig4_cntr;
	wire[3:0] select_dig;
	wire dp_cntr;
	wire[6:0] seg_cntr;
	stopWatch2 stopWatch2(CLOCK_50, KEY, LED, ssLED, dig1_cntr, dig2_cntr, dig3_cntr, dig4_cntr);
	dynamic_lighting dynamic_lighting(CLOCK_50, dig1_cntr, dig2_cntr, dig3_cntr, dig4_cntr, seg_cntr, dp_cntr, select_dig);
	assign Arduino_IO12 = select_dig[3];  
   assign Arduino_IO9 = select_dig[2];  
   assign Arduino_IO8 = select_dig[1];  
   assign Arduino_IO6 = select_dig[0];  
	assign Arduino_IO3 = dp_cntr;  
   assign Arduino_IO5 = seg_cntr[0];  
   assign Arduino_IO10 = seg_cntr[1];  
   assign Arduino_IO1 = seg_cntr[2];  
   assign Arduino_IO2 = seg_cntr[3];  
   assign Arduino_IO4 = seg_cntr[4];  
   assign Arduino_IO7 = seg_cntr[5];  
   assign Arduino_IO11 = seg_cntr[6];  
endmodule
module dynamic_lighting(
	input CLOCK_50,
	input[3:0] dig1_cntr,
	input[3:0] dig2_cntr,
	input[3:0] dig3_cntr,
	input[3:0] dig4_cntr,
	output reg[3:0] select_dig,
	output reg dp_cntr,
	output reg[6:0] seg_cntr
);
	reg[25:0] clock_cntr;
	always@(posedge CLOCK_50) begin
		clock_cntr <= #1 clock_cntr + 1;
		case(clock_cntr[11:10])
			0: 
			begin
				select_dig <= 4'b1110;
				dp_cntr = 0;
				case (dig1_cntr)
					0 : seg_cntr <= 7'b1111110;
					1 : seg_cntr <= 7'b0110000;
					2 : seg_cntr <= 7'b1101101;
					3 : seg_cntr <= 7'b1111001;
					4 : seg_cntr <= 7'b0110011;
					5 : seg_cntr <= 7'b1011011;
					6 : seg_cntr <= 7'b1011111;
					7 : seg_cntr <= 7'b1110000;
					8 : seg_cntr <= 7'b1111111;
					9 : seg_cntr <= 7'b1111011;
					default : seg_cntr <= 7'b1111111;
				endcase
			end
			1: 
			begin
				select_dig = 4'b1101;
				dp_cntr = 0;
				case (dig2_cntr)
					0 : seg_cntr <= 7'b1111110;
					1 : seg_cntr <= 7'b0110000;
					2 : seg_cntr <= 7'b1101101;
					3 : seg_cntr <= 7'b1111001;
					4 : seg_cntr <= 7'b0110011;
					5 : seg_cntr <= 7'b1011011;
					default : seg_cntr <= 7'b1111111;
				 endcase
			end
			2: 
			begin
				select_dig = 4'b1011;
				dp_cntr = 1;
				case (dig3_cntr)
					0 : seg_cntr <= 7'b1111110;
					1 : seg_cntr <= 7'b0110000;
					2 : seg_cntr <= 7'b1101101;
					3 : seg_cntr <= 7'b1111001;
					4 : seg_cntr <= 7'b0110011;
					5 : seg_cntr <= 7'b1011011;
					6 : seg_cntr <= 7'b1011111;
					7 : seg_cntr <= 7'b1110000;
					8 : seg_cntr <= 7'b1111111;
					9 : seg_cntr <= 7'b1111011;
					default : seg_cntr <= 7'b1111111;
				endcase
			end
			3: 
			begin
				select_dig = 4'b0111;
				dp_cntr = 0;
				case (dig4_cntr)
					0 : seg_cntr <= 7'b1111110;
					1 : seg_cntr <= 7'b0110000;
					2 : seg_cntr <= 7'b1101101;
					3 : seg_cntr <= 7'b1111001;
					4 : seg_cntr <= 7'b0110011;
					5 : seg_cntr <= 7'b1011011;
					6 : seg_cntr <= 7'b1011111;
					7 : seg_cntr <= 7'b1110000;
					8 : seg_cntr <= 7'b1111111;
					9 : seg_cntr <= 7'b1111011;
					default : seg_cntr <= 7'b1111111;
				endcase
			end
		endcase
	end
endmodule
module stopWatch2(
	input CLOCK_50,
	input[1:0] KEY,
	output LED,
	output [1:0] ssLED,
	output reg[3:0] dig1_cntr,
   output reg[3:0] dig2_cntr, 
   output reg[3:0] dig3_cntr,
   output reg[3:0] dig4_cntr
);
	reg[25:0] clock_cntr;
	reg[25:0] div_cntr;
	reg[1:0] ssflag = 2'b00;
	always@(posedge CLOCK_50) begin
		if(ssflag == 2) begin
			div_cntr <= div_cntr + 1;
		end
		clock_cntr <= #1 clock_cntr + 1;
		case(clock_cntr[11:10])
			0:
			begin
				if(~KEY[0]) begin
					if(ssflag == 0) begin
						ssflag <= 2;
					end
					if(ssflag == 1) begin
						ssflag <= 2;
					end
					if(ssflag == 2) begin
						ssflag <= 1;
					end
				end		
				if(~KEY[1]) begin
					if(ssflag == 1) begin
						ssflag <= 0;
					end 
					if(ssflag == 2) begin
						ssflag <= 3;  
					end 
				end
			end
		endcase
		if(div_cntr == 50000000) begin  
			dig1_cntr <= #1 dig1_cntr + 1;
			div_cntr <= 0;  
         if(dig1_cntr == 9) begin
				dig1_cntr <= 0;
				dig2_cntr <= dig2_cntr + 1;
			end
			if(dig2_cntr == 5 && dig1_cntr == 9) begin
            dig2_cntr <= 0;
            dig3_cntr <= dig3_cntr + 1;
         end
			if(dig3_cntr == 9) begin
				dig3_cntr <= 0;
            dig4_cntr <= dig4_cntr + 1;
			end
		end
	end
	assign ssLED = ssflag;
endmodule
==> flow/run.sh <==
#!/bin/bash
# OpenROAD 26Q1-2900-gdf79404cd8, Yosys 0.63+post, stock flow scripts
make -C /OpenROAD-flow-scripts/flow DESIGN_CONFIG=/design/flow/config.mk WORK_HOME=/design/flow/orfs finish
==> flow/config.mk <==
export PLATFORM = sky130hd
export DESIGN_NAME = clock
export DESIGN_NICKNAME = clock
export VERILOG_FILES = /design/flow/design.v
export SDC_FILE = /design/flow/constraint.sdc
export NUM_CORES = 4
export LEC_CHECK = 1
export CORE_UTILIZATION = 30
==> flow/constraint.sdc <==
current_design clock

set clk_period 9.1
set clk_io_pct 0.2

create_clock -name clk0 -period $clk_period [get_ports {CLOCK_50}]

set non_clock_inputs [all_inputs -no_clocks]
set_input_delay [expr $clk_period * $clk_io_pct] -clock clk0 $non_clock_inputs
set_output_delay [expr $clk_period * $clk_io_pct] -clock clk0 [all_outputs]
==> results_slide.txt <==
Physical Implementation Snapshot

Logic synthesis
  – EDFF count, synth: 18
  – Post-synthesis cell area: 0.00408 sq mm
  – Cells in synth_stat.txt: 408
  – Top cells, area: dfxtp_1 (35%), edfxtp_1 (13%), xnor2_1 (6.9%), ha_1 (6.4%), xor2_1 (4.9%)
  – Area leader, netlist: dfxtp_1
  – Unique masters post-synth: 51
  – Ys async rst share: 0%
  – Mapped Cells: 408
  – Flops after synth: 89
  – Most common reg cell: dfxtp_1
  – Sequential share of the synthesized area: 48.1%
  – Top cell area share: 34.9%
  – Synth Area per Inst: 9.99 sq um
  – Yosys warning count: 5
  – YS chip area: 0.00408 sq mm
  – Commonest cells in the netlist: dfxtp_1 (71), nor2_1 (40), nand2_1 (32), xnor2_1 (32), inv_1 (24)
  – Top-count cell post-synth: dfxtp_1

Final timing
  – FMAX: 320 MHz
  – Rel. slew slack: 37.7%
  – Max-slew violations: 0
  – Endpoints failing hold: 0
  – Tcrit/Tclk final: 34.4%
  – Unrepaired setup endpoints after global routing: false
  – Setup TNS: 0 ns
  – Setup Skew: 0.00725 ns
  – Fin crit period: 3.13 ns
  – Final setup fails: 0
  – Least-Margin Pin Slew: 0.926 ns

Clocking
  – Post-CTS setup buffers: 0
  – TritonCTS clock tree: yes
  – TritonCTS Buffers: 9
  – Late-Pin Clk Latency: 0.34 ns
  – Max Root-Sink Buffers: 2
  – Root Buffer: clkbuf_16
  – CTS clk-pin slew, worst paths: 0.06 ns
  – Cts repair resizes: 0
  – Hold-fix buffers at CTS: 0
  – CTS H-Tree Depth: 3
  – Clock Sinks: 89

Worst setup path
  – Slowest Stage Delay on Critical Path: 0.79 ns
  – Worst Setup Start Kind: flip-flop
  – CP Depth: 7
  – Slowest CP cell: nor4_1
  – Buf/Inv on CP: 1
  – Critical Path AT: 3.35 ns
  – Required @ worst endpoint: 9.32 ns
  – Crit path top cell by count: nor4_1
  – Crit path cell chain: or4_1 -> nor4_1 -> nand3_1 -> inv_1 -> mux2_2 -> nor4_1 -> a21oi_1
  – Critical Path End Type: flip-flop
  – Max Fanout on Critical Path: 6
  – CP top delay family: simple AND/OR/NAND/NOR gates
  – Crit Path Class: flip-flop to flip-flop
  – Reg2Reg Depth: 7

Floorplan
  – Die area: 0.0141 sq mm
  – FP Util: 30.8%
  – # rows: 42
  – # IOs: 18
  – Core region area: 0.0132 sq mm
  – Die outline width: 119 um
  – Die Y: 119 um

Pwr
  – Pwr per Cell Area: 179 mW/mm^2
  – VDD IR max: 0.106 mV
  – LEAKAGE: 0.00179 uW

Global route
  – Number of global-route vias before repair: 2477
  – Largest net degree at the start of global routing: 28
  – GR Overflow Total: 0
  – First-pass GRT wire length: 11200 um
  – Tot GR Track Use: 9.77%
  – Initial antenna violation count: 0

Route
  – Final Routed Wirelength: 6330 um
  – Iteration-0 DRC Markers: 192
  – Number of detailed-route iterations in the first pass: 4
  – Final antenna-violating net count: 0
  – Drt drc: 0
  – WL per Instance: 10.6 um
  – Vias: 2706
  – Vias per inst: 4.53
  – ANT cells: 0

Job
  – Tool warnings: 37
  – Max_cap viols: 0

Placed design
  – Post-DP HPWL: 4400 um
  – Placed cell count: 582
  – GPL Wtd Cong: 0.838
  – Port Buffers: 4

Cells and area
  – Share of cells above drive strength 1: 6.40%
  – Area delta synth->final: 12.6%
  – Final Instance Count excl. Fillers: 598
  – Layout filler cell count: 1336

Run status
  – Run status: finished clean

Worst hold path
  – Min-delay worst type: flip-flop to flip-flop
  – Hold Path Depth: 1
-- layout make-up --
type	instances	area, sq um	area share, %
tap	176	220	4.80
clock buffer	11	254	5.53
multi-input combinational	288	1980	43.1
inverter	24	90.1	1.96
clock inverter	5	36.3	0.791
sequential	89	1960	42.7
timing repair buffer	5	47.5	1.04
-- routing by layer --
metal,track usage (%),routed length [um],vias to the layer above
met1,15.6,3350,1242
li1,-,-,1416
met3,2.46,325,4
met2,13.9,2620,44
met5,0,0,-
met4,1.34,31,0
-- placed cells by master, fill, tap and decap left out, types with 3 or more instances in the layout --
cell / netlist / layout
o21ai_1: 3 / 3
inv_1: 24 / 24
edfxtp_1: 18 / 18
nor4_1: 4 / 4
dfxtp_1: 71 / 71
nand3_1: 19 / 19
nor2b_1: 4 / 4
a21oi_1: 14 / 14
mux2i_1: 8 / 8
or4_1: 3 / 3
nor2_1: 40 / 40
clkdlybuf4s50_1: 0 / 4
conb_1: 1 / 4
clkbuf_16: 0 / 10
nor3_1: 9 / 9
and2_1: 4 / 4
ha_1: 21 / 21
mux2_2: 4 / 4
or3_1: 3 / 3
o21ai_0: 5 / 5
nand2_1: 32 / 32
nand4_1: 9 / 9
xor2_1: 23 / 23
nand2b_1: 8 / 8
and3_1: 9 / 9
xnor2_1: 32 / 32
-- power breakdown --
group          total [uW]  leakage (uW)  switching, uW  internal [uW]
clock                 355      0.000145            152            203
sequential            427      0.000780           13.1            414
combinational        37.3      0.000860           18.6           18.8
total                 820       0.00179            184            636
-- path summary, 6_finish.rpt --
check | startpoint | end | slack, ns
worst max-delay path | stopWatch2.div_cntr[2] | flip-flop | 5.97
worst min-delay path | stopWatch2.clock_cntr[0] | stopWatch2.clock_cntr[0] | 0.41
worst max register to register | stopWatch2.div_cntr[2] | flip-flop | 5.97
worst min register to register | stopWatch2.clock_cntr[0] | stopWatch2.clock_cntr[0] | 0.41
-- cell families (layout without fill, tap and decap cells) --
kind of cell | count (synthesis) | count (layout) | synth area share (%)
AND-OR/OR-AND | 38 | 38 | 5.99
XOR/XNOR | 55 | 55 | 11.8
adder cells (fa/ha/maj) | 21 | 21 | 6.45
buffers and inverters | 34 | 45 | 3.59
flip-flops | 89 | 89 | 48.1
multiplexers | 15 | 15 | 4.45
other | 1 | 4 | 0.0920
AND/OR/NAND/NOR | 155 | 155 | 19.5
-- metrics by stage --
stage | area [sq um] | utilization (%) | hold slack, ns | total power [uW] | setup slack (ns)
CTS | 4590 | 34.7 | 0.414 | 829 | 5.97
global placement | 4300 | 32.5 | 0.393 | 470 | 6.02
finish | 4590 | 34.7 | 0.410 | 820 | 5.97
global route | 4590 | 34.7 | 0.439 | 851 | 5.84
detailed placement | 4300 | 32.5 | 0.398 | 473 | 6.00
floorplan | 4090 | - | 0.383 | 462 | 6.39
No activity file was given, so power comes from the tool's default toggle rates.
