==> design.v <==
module stopwatch(
    input Clock,
    input[1:0] KEY,  
    inout Arduino_IO6,  
    inout Arduino_IO8,  
    inout Arduino_IO9,  
    inout Arduino_IO12,  
	  inout Arduino_IO3,  
    inout Arduino_IO5,  
    inout Arduino_IO10,  
    inout Arduino_IO1,  
    inout Arduino_IO2,  
    inout Arduino_IO4,  
    inout Arduino_IO7,  
    inout Arduino_IO11,  
	 output[4:0] LED
);
	 reg[25:0] clock_cntr;  
    reg[25:0] div_cntr;  
    reg[3:0] dig1_cntr;  
    reg[3:0] dig2_cntr; 
    reg[3:0] dig3_cntr;
    reg[3:0] dig4_cntr;
    reg[6:0] seg_cntr;  
    reg[3:0] select_dig;  
	 reg dp_cntr;  
	 reg[4:0] ssflag = 5'b00001;  
    initial begin
        div_cntr = 0;
        dig1_cntr = 0;
        dig2_cntr = 0;
        dig3_cntr = 0;
        dig4_cntr = 0;
        seg_cntr = 0;
		  dp_cntr = 0;
    end    
    always@(posedge Clock) begin  
			if(~KEY[0]) begin
				if(ssflag == 0) begin
					ssflag <= 2;
				end
				if(ssflag == 1) begin
					ssflag <= 2;
				end
				if(ssflag == 2) begin
					ssflag <= 1;
				end
			end
			if(~KEY[1]) begin
				if(ssflag == 1) begin
					ssflag <= 0;
			   end 
				if(ssflag == 2) begin
				 	ssflag <= 3;  
			   end 
			end
    end
    always@(posedge Clock) begin
			clock_cntr <= clock_cntr + 1;
        if(ssflag == 2) begin
				div_cntr <= div_cntr + 1;
		  end
        if (div_cntr == 50000000) begin  
            dig1_cntr <= dig1_cntr + 1;
				div_cntr <= 0;
            if (dig1_cntr == 9) begin
                dig1_cntr <= 0;
                dig2_cntr <= dig2_cntr + 1;
            end
				if (dig2_cntr == 5 && dig1_cntr == 9) begin
                dig2_cntr <= 0;
                dig3_cntr <= dig3_cntr + 1;
            end
				if (dig3_cntr == 9) begin
					 dig3_cntr <= 0;
                dig4_cntr <= dig4_cntr + 1;
				end
        end
		  case(clock_cntr[11:10])
				0:
				begin
			  select_dig = 4'b1110;
			  dp_cntr <= 0;
			  case (dig1_cntr)
					0 : seg_cntr <= 7'b1111110;
					1 : seg_cntr <= 7'b0110000;
					2 : seg_cntr <= 7'b1101101;
					3 : seg_cntr <= 7'b1111001;
					4 : seg_cntr <= 7'b0110011;
					5 : seg_cntr <= 7'b1011011;
					6 : seg_cntr <= 7'b1011111;
					7 : seg_cntr <= 7'b1110000;
					8 : seg_cntr <= 7'b1111111;
					9 : seg_cntr <= 7'b1111011;
					default : seg_cntr <= 7'b1111111;
				endcase
				end
				1:
				begin
			  select_dig = 4'b1101;
			  dp_cntr <= 0;
			  case (dig2_cntr)
					0 : seg_cntr <= 7'b1111110;
					1 : seg_cntr <= 7'b0110000;
					2 : seg_cntr <= 7'b1101101;
					3 : seg_cntr <= 7'b1111001;
					4 : seg_cntr <= 7'b0110011;
					5 : seg_cntr <= 7'b1011011;
					default : seg_cntr <= 7'b1111111;
			  endcase
			  end
			  2:
				begin
			  select_dig = 4'b1011;
			  dp_cntr <= 1;
			  case (dig3_cntr)
					0 : seg_cntr <= 7'b1111110;
					1 : seg_cntr <= 7'b0110000;
					2 : seg_cntr <= 7'b1101101;
					3 : seg_cntr <= 7'b1111001;
					4 : seg_cntr <= 7'b0110011;
					5 : seg_cntr <= 7'b1011011;
					6 : seg_cntr <= 7'b1011111;
					7 : seg_cntr <= 7'b1110000;
					8 : seg_cntr <= 7'b1111111;
					9 : seg_cntr <= 7'b1111011;
					default : seg_cntr <= 7'b1111111;
			  endcase
			  end
			  3:
				begin
			  select_dig = 4'b0111;
			  dp_cntr <= 0;
			  case (dig4_cntr)
					0 : seg_cntr <= 7'b1111110;
					1 : seg_cntr <= 7'b0110000;
					2 : seg_cntr <= 7'b1101101;
					3 : seg_cntr <= 7'b1111001;
					4 : seg_cntr <= 7'b0110011;
					5 : seg_cntr <= 7'b1011011;
					6 : seg_cntr <= 7'b1011111;
					7 : seg_cntr <= 7'b1110000;
					8 : seg_cntr <= 7'b1111111;
					9 : seg_cntr <= 7'b1111011;
					default : seg_cntr <= 7'b1111111;
			  endcase
			  end
			endcase
    end
    assign Arduino_IO12 = select_dig[3];  
    assign Arduino_IO9 = select_dig[2];  
    assign Arduino_IO8 = select_dig[1];  
    assign Arduino_IO6 = select_dig[0];  
	  assign Arduino_IO3 = dp_cntr;  
    assign Arduino_IO5 = seg_cntr[0] ;  
    assign Arduino_IO10 = seg_cntr[1] ;  
    assign Arduino_IO1 = seg_cntr[2] ;  
    assign Arduino_IO2 = seg_cntr[3] ;  
    assign Arduino_IO4 = seg_cntr[4] ;  
    assign Arduino_IO7 = seg_cntr[5] ;  
    assign Arduino_IO11 = seg_cntr[6] ;  
	 assign LED = ssflag;
endmodule
==> run.sh <==
#!/bin/bash
# OpenROAD 26Q1-2900-gdf79404cd8, Yosys 0.63+post, stock flow scripts
make -C /OpenROAD-flow-scripts/flow DESIGN_CONFIG=/design/flow/config.mk WORK_HOME=/design/flow/orfs finish
==> config.mk <==
export PLATFORM = sky130hd
export DESIGN_NAME = stopwatch
export DESIGN_NICKNAME = stopwatch
export VERILOG_FILES = /design/flow/design.v
export SDC_FILE = /design/flow/constraint.sdc
export NUM_CORES = 4
export LEC_CHECK = 1
export CORE_UTILIZATION = 50
==> constraint.sdc <==
current_design stopwatch

set clk_period 4.0
set clk_io_pct 0.2

create_clock -name clk0 -period $clk_period [get_ports {Clock}]

set non_clock_inputs [all_inputs -no_clocks]
set_input_delay [expr $clk_period * $clk_io_pct] -clock clk0 $non_clock_inputs
set_output_delay [expr $clk_period * $clk_io_pct] -clock clk0 [all_outputs]
==> flow_metrics.rpt <==
=== SYNTHESIS / PLACE & ROUTE SUMMARY ===
----------------------------------------------------
[Routing]
  Number of remaining DRC errors ........................ 0
  First-iteration detailed-routing DRC count ........................ 74
  Vias after detailed routing ........................ around 2700
  Average wire per cell in the routed design ........................ 14.2 µm
  Vias/cell ........................ roughly 5.6
  Total wire length after detailed routing ........................ 7010 µm
  Initial DRT Pass Iterations ........................ 4
  Post-DRT Antenna Nets ........................ 0
  Antenna diode count ........................ 0

[Global route]
  Pin count of the biggest net entering global routing ........................ 17
  Global-route wire length before repair ........................ between 10000 and 15000 µm
  Vias in the first global route ........................ about 2400
  Total overflow reported by the global router ........................ 0
  Antenna violations before repair ........................ 0
  Global-route usage over all layers ........................ 0.201

[Critical path]
  Arr. time, crit path ........................ 2.50 ns
  Critical path startpoint ........................ dig1_cntr[1]$_SDFFCE_PN0P_
  Worst Setup End Kind ........................ register
  Start of the worst register-to-register path ........................ dig1_cntr[1]$_SDFFCE_PN0P_
  Crit path largest cell delay ........................ roughly 0.58 ns
  Bufs and invs on worst path ........................ 1
  Setup slack of the most critical reg-to-reg path ........................ roughly 1.5 ns
  Critical Path Start Type ........................ register
  R2r endpoint ........................ dig3_cntr[3]$_SDFFCE_PN0P_
  Worst-path fanout max ........................ 7
  Cells on worst reg2reg path ........................ 6
  Instance count on the critical path ........................ 6
  Worst setup path class ........................ reg -> reg
  Data required time at the worst endpoint ........................ just over 4 ns
  Crit path max-delay cell type ........................ sky130_fd_sc_hd__nor3_1
  Worst setup path end ........................ dig3_cntr[3]$_SDFFCE_PN0P_
  CP top delay family ........................ simple AND/OR/NAND/NOR gates
  Cell-by-cell listing of the critical path ........................ inv_1 -> ha_1 -> nor2b_1 -> nand2_1 -> nor3_1 -> o21a_1

[Clock tree]
  Post-CTS Resized ........................ 0
  Master cell of the clock root buffer ........................ sky130_fd_sc_hd__clkbuf_8
  Maximum level of the CTS H-tree ........................ 3
  Clock tree from TritonCTS ........................ done
  Hold buffer count at CTS ........................ 0
  Clock Path Buffers ........................ 2
  Clock latency at the later pin of the worst-skew pair ........................ ~0.34 ns
  Number of post-CTS setup repair buffers ........................ 0
  TritonCTS sink count ........................ 71
  Total CTS buffers ........................ 9
  Clock edge transition at the registers on the reported setup and hold paths ........................ 0.08 ns

[Synth]
  Synthesis Warnings ........................ 1
  Area leader share ........................ 0.299
  Mean instance size in the synthesized netlist ........................ 9.42 µm²
  Library cell occupying the most area in the post-synthesis netlist ........................ sky130_fd_sc_hd__dfxtp_1
  Yosys Chip Area ........................ approximately 3700 µm²
  Fraction of synthesis flops using an asynchronous set or reset pin ........................ 0
  Post-synthesis register bit count ........................ roughly 70
  Most instantiated cells after synthesis ........................ sky130_fd_sc_hd__dfxtp_1, sky130_fd_sc_hd__nand2_1, sky130_fd_sc_hd__ha_1, sky130_fd_sc_hd__nor2_1, sky130_fd_sc_hd__xnor2_1
  Synth Cell Area ........................ roughly 3700 µm²
  Cell variety after synth ........................ between 50 and 60
  Cell count listed in synth_stat.txt ........................ ~390
  Synth top cell by count ........................ sky130_fd_sc_hd__dfxtp_1
  Biggest area contributors in the synthesized netlist ........................ sky130_fd_sc_hd__dfxtp_1, sky130_fd_sc_hd__edfxtp_1, sky130_fd_sc_hd__ha_1
  Proportion of synthesized chip area in sequential cells ........................ 0.429
  Mapped Cells ........................ 391
  Most used DFF post-synth ........................ sky130_fd_sc_hd__dfxtp_1
  Count of library flops with an enable pin ........................ 16

[Power]
  Relative contribution of sequential cells to total power ........................ 0.523
  Clock group share of total power ........................ 0.463
  Power density cells ........................ around 350 nW/µm²
  Switching power share of the total ........................ 0.192
  Total design power ........................ 1410 µW
  Max VDD drop ........................ 281 µV
  Combinational Power Share ........................ 0.014
  Design internal power ........................ 1140 µW
  Net switching power figure ........................ approximately 270 µW
  P_leak ........................ 0.00151 µW

[Final timing]
  Final-report max-slew violation count ........................ 0
  Worst slew margin relative to its limit ........................ 0.556
  Final-report setup violation count ........................ 0
  Worst setup slack after layout ........................ 1.54 ns
  Least-Margin Pin Slew ........................ 0.661 ns
  Setup repair after global routing missed its margin ........................ no
  Sum of negative setup slack ........................ 0 ns
  Post-layout minimum cycle time ........................ 2.46 ns
  Final count of hold timing violations ........................ 0
  Worst-case clock skew ........................ around 0.012 ns
  Post-layout period usage of the worst path ........................ 0.616
  Max Clk Rate ........................ roughly 0.4 GHz

[Placement]
  Routability Congestion ........................ around 0.86
  IO buf count ........................ 7
  Number of placed instances with taps included ........................ about 480
  DP Worst Slack ........................ between 1 and 1.5 ns
  Hpwl dp ........................ 4980 µm

[Floorplan]
  Floorplan-stage core utilization ........................ 0.531
  Area of the core region ........................ 6940 µm²
  IO Count ........................ 20
  Chip Area ........................ 7720 µm²
  Die Ht ........................ slightly below 90 µm
  Row cnt ........................ 30
  Chip Width ........................ just under 90 µm

[Job]
  MaxCap Viol Count ........................ 0
  Tool warning count ........................ 45

[Cells and area]
  Core utilization of the finished layout ........................ 0.581
  Area Overhead vs Synth ........................ 9.54%
  Count of placed standard cells in the final layout, fillers left out ........................ 493
  Fraction of layout cells with a size suffix above 1 ........................ 0.0630

[Outcome]
  Outcome ........................ completed

[Min path]
  Tightest Hold Check Type ........................ reg -> reg

----------------------------------------------------
logic make-up (layout without fill, tap and decap cells):
| kind of cell | after synthesis | after routing | share of synthesized area |
|---|---|---|---|
| AND-OR/OR-AND | 63 | 63 | 0.108 |
| XOR/XNOR | 31 | 31 | 0.0737 |
| adder cells (fa/ha/maj) | 26 | 26 | 0.0883 |
| buffers and inverters | 37 | 43 | 0.0421 |
| flip-flops | 71 | 71 | 0.429 |
| multiplexers | 8 | 8 | 0.0228 |
| AND/OR/NAND/NOR | 155 | 155 | 0.236 |
sequential cells by signal (all words and copies together) (netlist names), 4 cells and up:
| signal | cells |
|---|---|
| dig3_cntr | 4 |
| dig2_cntr | 4 |
| clock_cntr | 12 |
| ssflag | 5 |
| dig4_cntr | 4 |
| div_cntr | 26 |
| dig1_cntr | 4 |
layout by cell type, fill, tap and decap left out, types with 5 or more instances in the layout:
cell type	count
sky130_fd_sc_hd__and3_1	8
sky130_fd_sc_hd__or4_1	7
sky130_fd_sc_hd__nand3_1	18
sky130_fd_sc_hd__dfxtp_1	55
sky130_fd_sc_hd__nand2b_1	5
sky130_fd_sc_hd__clkbuf_8	13
sky130_fd_sc_hd__clkdlybuf4s50_1	7
sky130_fd_sc_hd__nand2_1	28
sky130_fd_sc_hd__mux2i_1	5
sky130_fd_sc_hd__a21oi_1	20
sky130_fd_sc_hd__inv_1	19
sky130_fd_sc_hd__o21ai_0	16
sky130_fd_sc_hd__and2_1	5
sky130_fd_sc_hd__nor2_1	26
sky130_fd_sc_hd__xor2_1	9
sky130_fd_sc_hd__nor2b_1	8
sky130_fd_sc_hd__nand4_1	10
sky130_fd_sc_hd__nor3_1	9
sky130_fd_sc_hd__xnor2_1	22
sky130_fd_sc_hd__nor4_1	8
sky130_fd_sc_hd__o31ai_1	5
sky130_fd_sc_hd__edfxtp_1	16
sky130_fd_sc_hd__ha_1	26
power groups by stage:
| stage | clock network (µW) | registers [µW] | logic, µW |
|---|---|---|---|
| final | 654 | 740 | 20.2 |
| after global routing | 703 | 741 | 22.8 |
| after CTS | 672 | 740 | 20.4 |
routing by layer:
layer,vias up,track usage,share of wire
met5,-,0,0
met1,1279,0.298,0.48
met3,8,0.0391,0.042
met4,0,0.0387,0.010
met2,53,0.318,0.46
li1,1403,-,-
how the worst min path moves through the flow:
stage	from	endpoint	slack [ns]	depth (start not counted)
CTS	ssflag[3]$_DFF_P_	ssflag[3]$_DFF_P_	0.42	0
global route	ssflag[3]$_DFF_P_	ssflag[3]$_DFF_P_	0.43	0
finish	ssflag[2]$_DFF_P_	ssflag[2]$_DFF_P_	0.41	0
per-stage QoR:
stage	cell area (µm²)	hold WS, ns
finish	4040	0.414
global route	4040	0.431
CTS	4040	0.415
detailed placement	3800	0.404
global placement	3800	0.398
floorplan	3680	0.391
final cells by class:
| cell class | instances | area, µm² |
|---|---|---|
| Fill cell | 607 | 2910 |
| Tap cell | 96 | 120 |
| Clock inverter | 1 | 30.0 |
| Multi-Input combinational cell | 283 | 1950 |
| Timing Repair Buffer | 8 | 77.6 |
| Clock buffer | 15 | 208 |
| Sequential cell | 71 | 1580 |
| Inverter | 19 | 71.3 |
Power and IR drop assume default switching activity.
