==> flow/design.v <==
module ssflag_change_stopWatch(
	input CLOCK_50,
	input[1:0] KEY,
	output reg[1:0] ssflag
);
	reg[25:0] clock_cntr;
	always@(posedge CLOCK_50) begin  
		clock_cntr <= #1 clock_cntr + 1;
		case(clock_cntr[11:10])
			0:
			begin
				if(~KEY[0]) begin
					if(ssflag == 0) begin
						ssflag <= 2;
					end
					if(ssflag == 1) begin
						ssflag <= 2;
					end
					if(ssflag == 2) begin
						ssflag <= 1;
					end
				end		
				if(~KEY[1]) begin
					if(ssflag == 1) begin
						ssflag <= 0;
					end 
					if(ssflag == 2) begin
						ssflag <= 3;  
					end 
				end
			end
		endcase
   end
endmodule
module stopWatch(
	input CLOCK_50,
	input[1:0] KEY,
	output LED,
	output [3:0] ssLED,
	output reg[3:0] dig1_cntr,
   output reg[3:0] dig2_cntr, 
   output reg[3:0] dig3_cntr,
   output reg[3:0] dig4_cntr
);
	reg[25:0] div_cntr;
	wire[1:0] ssflag;
	ssflag_change_stopWatch ssflag_change_stopWatch(CLOCK_50, KEY, ssflag);
	always@(posedge CLOCK_50) begin
		if(ssflag == 2) begin
			div_cntr <= div_cntr + 1;
		end
		if(div_cntr == 50000000) begin  
			dig1_cntr <= #1 dig1_cntr + 1;
			div_cntr <= 0;  
         if(dig1_cntr == 9) begin
				dig1_cntr <= 0;
				dig2_cntr <= dig2_cntr + 1;
			end
			if(dig2_cntr == 5 && dig1_cntr == 9) begin
            dig2_cntr <= 0;
            dig3_cntr <= dig3_cntr + 1;
         end
			if(dig3_cntr == 9) begin
				dig3_cntr <= 0;
            dig4_cntr <= dig4_cntr + 1;
			end
		end
	end
	assign LED = ssflag;
endmodule
==> flow/run.sh <==
#!/bin/bash
# OpenROAD 26Q1-2900-gdf79404cd8, Yosys 0.63+post, stock flow scripts
make -C /OpenROAD-flow-scripts/flow DESIGN_CONFIG=/design/flow/config.mk WORK_HOME=/design/flow/orfs finish
==> flow/config.mk <==
export PLATFORM = sky130hd
export DESIGN_NAME = stopWatch
export DESIGN_NICKNAME = stopWatch
export VERILOG_FILES = /design/flow/design.v
export SDC_FILE = /design/flow/constraint.sdc
export NUM_CORES = 4
export LEC_CHECK = 1
export CORE_UTILIZATION = 40
==> flow/constraint.sdc <==
current_design stopWatch

set clk_period 4.2
set clk_io_pct 0.2

create_clock -name clk0 -period $clk_period [get_ports {CLOCK_50}]

set non_clock_inputs [all_inputs -no_clocks]
set_input_delay [expr $clk_period * $clk_io_pct] -clock clk0 $non_clock_inputs
set_output_delay [expr $clk_period * $clk_io_pct] -clock clk0 [all_outputs]
==> out/metrics.json <==
{
  "run_status": {"value": "completed"},
  "timing.max_slew.rel_slack": {"value": 46.5, "unit": "%"},
  "ys_area": {"value": 2620, "unit": "µm²"},
  "clk_root_buffer_cell": {"value": "clkbuf_8"},
  "power_frac_comb": {"value": 7.8, "unit": "%"},
  "critPathBufInv": {"value": 1},
  "maxCapViolations": {"value": 0},
  "clock-sinks": {"value": 56},
  "routedWlPerCell": {"value": 12.2, "unit": "µm"},
  "post_cts_hold_buffer_count": {"value": 0},
  "pwr-share-seq": {"value": 63.3, "unit": "%"},
  "grt_use_total": {"value": 14.0, "unit": "%"},
  "ys_cells": {"value": 256},
  "core_area": {"value": 6310, "unit": "µm²"},
  "syn-cell-area": {"value": 2620, "unit": "µm²"},
  "setup_viol": {"value": 0},
  "power.switching": {"value": 0.000241, "unit": "W"},
  "grt_setup_unrepaired": {"value": "no"},
  "hold_path_class": {"value": "reg2reg"},
  "worst_slew_pin_slew": {"value": 0.796, "unit": "ns"},
  "via_total_after_detailed_routing": {"value": 1801},
  "number_of_antenna_violations_at_the_first_check_in_global_routing": {"value": 0},
  "synth_cells": {"value": 256},
  "viasPerCell": {"value": 5.03},
  "power.ir.vdd_worst": {"value": 0.188, "unit": "mV"},
  "power_switching_share": {"value": 24.5, "unit": "%"},
  "maxSlewViolCount": {"value": 0},
  "hold_depth": {"value": 1},
  "crit_arrival": {"value": 2.39, "unit": "ns"},
  "placedInstanceArea": {"value": 2880, "unit": "µm²"},
  "post_synth.cell_area_avg": {"value": 10.2, "unit": "µm²"},
  "worstSetupEndpointType": {"value": "flip-flop"},
  "routed_wirelength": {"value": 4.39, "unit": "mm"},
  "fillerInstances": {"value": 601},
  "fmaxAchievable": {"value": 408, "unit": "MHz"},
  "vias_in_the_first_global_route": {"value": 1649},
  "period_used_share": {"value": 58.3, "unit": "%"},
  "grt_first_pass_wirelength": {"value": 7.70, "unit": "mm"},
  "critical_path_class": {"value": "reg2reg"},
  "clkLatencyLatePin": {"value": 0.30, "unit": "ns"},
  "yosys_register_bits": {"value": 56},
  "drc_errors": {"value": 0},
  "post_synth_most_frequent_cells": {"value": "dfxtp_1, nor2_1, xnor2_1"},
  "cellLeakagePower": {"value": 1.14, "unit": "nW"},
  "gp_congestion": {"value": 0.882},
  "rows": {"value": 29},
  "design.die.area": {"value": 6870, "unit": "µm²"},
  "sum_of_negative_setup_slack": {"value": 0, "unit": "ns"},
  "floorplan.die.width": {"value": 82.9, "unit": "µm"},
  "dominantRegCellSynth": {"value": "dfxtp_1"},
  "drt_iter0_markers": {"value": 97},
  "start_kind": {"value": "flip-flop"},
  "timing_hold_violations_final": {"value": 0},
  "synth.most_common_cell": {"value": "dfxtp_1"},
  "final_cell_area": {"value": 2970, "unit": "µm²"},
  "post_cts_resized": {"value": 0},
  "synth-edff-count": {"value": 18},
  "worst_path_cell_chain": {"value": "inv_1 > ha_1 > nor4bb_1 > nand4_1 > nor4_1"},
  "whs": {"value": 0.420, "unit": "ns"},
  "n_antenna_cell": {"value": 0},
  "cpMaxStageDelayCell": {"value": "nor4_1"},
  "power_density": {"value": 332, "unit": "nW/µm²"},
  "tritoncts": {"value": "yes"},
  "grt_overflow": {"value": 0},
  "area_delta_synth_final": {"value": 13.4, "unit": "%"},
  "synthArstFlopShare": {"value": 0, "unit": "%"},
  "drt-pass1-iter-count": {"value": 4},
  "clockBufferDepth": {"value": 2},
  "grt_start_max_net_pins": {"value": 17},
  "h_tree_depth_reported_by_cts": {"value": 2},
  "numCtsBuffers": {"value": 5},
  "worst-endpoint-required": {"value": 4.14, "unit": "ns"},
  "number_of_cells_on_the_critical_path": {"value": 5},
  "clock_skew": {"value": 0.00932, "unit": "ns"},
  "cell_type_with_the_largest_total_area_after_synthesis": {"value": "dfxtp_1"},
  "die.size.y": {"value": 82.9, "unit": "µm"},
  "critical_path.top_delay_family": {"value": "simple AND/OR/NAND/NOR gates"},
  "ant_nets": {"value": 0},
  "post_route_cells_drive_above_1_share": {"value": 4.63, "unit": "%"},
  "initCoreUtil": {"value": 41.4, "unit": "%"},
  "synth.top_cells.by_area": {"value": "dfxtp_1, edfxtp_1, xnor2_1"},
  "cell_internal_pwr": {"value": 0.000744, "unit": "W"},
  "clkSlewWorstSetupHoldPaths": {"value": 0.10, "unit": "ns"},
  "yosysTopAreaCellShare": {"value": 29.1, "unit": "%"},
  "top_level_ports": {"value": 24},
  "period_minus_slack": {"value": 2.45, "unit": "ns"},
  "total_of_warnings_raised_by_yosys": {"value": 6},
  "number_of_openroad_warnings": {"value": 29},
  "rr_worst_depth": {"value": 5},
  "yosysSeqAreaShare": {"value": 49.7, "unit": "%"},
  "postCtsSetupBuffers": {"value": 0},
  "critical-path-max-stage-delay": {"value": 0.82, "unit": "ns"},
  "numPortBuffers": {"value": 19},
  "ys_types": {"value": 43},
  "proportion_of_power_drawn_by_the_clock_network": {"value": 28.9, "unit": "%"},
  "hpwlAfterDp": {"value": 3.12, "unit": "mm"},
  "cp_max_fo": {"value": 9}
}
==> flip-flops by register name, indices dropped and copies added (netlist names), named ones only <==
register                            flops
div_cntr                               26
dig3_cntr                               4
ssflag_change_stopWatch.clock_cntr     12
dig4_cntr                               4
dig2_cntr                               4
dig1_cntr                               4
ssflag_change_stopWatch.ssflag          1
==> through the flow <==
stage,utilization [%],power (W),worst slack [ns],cells
floorplan,-,0.000694,2.22,259
global placement,45.7,0.000711,1.83,350
detailed placement,45.7,0.000713,1.76,350
CTS,47.0,0.000999,1.75,358
global route,47.0,0.00104,1.57,358
finish,47.0,0.000986,1.75,358
==> path summary, 6_finish.rpt <==
path | from | endpoint | slack [ns]
worst max-delay path | div_cntr[0] | dig4_cntr[0] | 1.75
worst min-delay path | ssflag_change_stopWatch.clock_cntr[0] | ssflag_change_stopWatch.clock_cntr[0] | 0.42
worst max register to register | div_cntr[0] | dig4_cntr[0] | 1.75
worst min register to register | ssflag_change_stopWatch.clock_cntr[0] | ssflag_change_stopWatch.clock_cntr[0] | 0.42
==> layer usage <==
layer,GRT usage [%],routed length [µm]
met2,20.3,1890
met5,0,0
met3,2.22,117
met4,1.88,54
met1,23.5,2330
==> power by group through the flow <==
stage | registers [W] | logic [W] | clock network [W]
4_1_cts | 0.000624 | 0.0000771 | 0.000298
5_1_grt | 0.000629 | 0.0000909 | 0.000318
6_report | 0.000624 | 0.0000765 | 0.000285
==> cells by family (layout without fill, tap and decap cells) <==
logic type	Yosys count	count (layout)	synth area share [%]
muxes	6	6	2.30
and+or+nand+nor	107	107	23.1
buffers and inverters	21	43	3.63
other	1	4	0.143
AOI/OAI and AO/OA	22	22	5.26
adders and majority gates	10	10	4.78
DFF	56	56	49.7
xor gates and xnor gates	33	33	11.0
==> cell type report <==
| class | count | area [µm²] | area share (%) |
|---|---|---|---|
| flip-flops and latches | 56 | 1300 | 43.8 |
| clock buffers | 7 | 76.3 | 2.57 |
| well taps | 77 | 96.3 | 3.25 |
| clock inverters | 1 | 8.76 | 0.295 |
| repair buffers | 20 | 198 | 6.66 |
| inverters | 15 | 56.3 | 1.90 |
| multi-input cells | 182 | 1230 | 41.5 |
==> worst reg2reg max path, stage by stage (launching register included) <==
cell and delay [ns]:
dfxtp_1 0.36, inv_1 0.07, ha_1 0.13, nor4bb_1 0.30, nand4_1 0.41, nor4_1 0.82
==> layout by cell type, fill, tap and decap left out, types with 2 or more instances in the layout <==
cell and count:
nand2_1 19, xor2_1 9, nand4_1 9, dfxtp_1 38
edfxtp_1 18, and4_1 5, nor2_1 27, nor3_1 2
nor4_1 7, xnor2_1 24, nand2b_1 3, and3_1 4
inv_1 15, conb_1 4, and2_1 2, nand4b_1 5
nand3_1 11, nor4bb_1 2, a21oi_1 5, clkbuf_8 5
and4_2 2, ha_1 10, clkbuf_1 2, o21ai_0 8
clkdlybuf4s50_1 19, o31ai_1 2, mux2i_1 6
No activity file was given, so power comes from the tool's default toggle rates.
